`/design/flow/run.sh`:
```
#!/bin/bash
# OpenROAD 26Q1-2900-gdf79404cd8, Yosys 0.63+post, stock flow scripts
make -C /OpenROAD-flow-scripts/flow DESIGN_CONFIG=/design/flow/config.mk WORK_HOME=/design/flow/orfs finish
```
`/design/flow/config.mk`:
```
export PLATFORM = sky130hd
export DESIGN_NAME = sost
export DESIGN_NICKNAME = sost
export VERILOG_FILES = /design/flow/design.v
export SDC_FILE = /design/flow/constraint.sdc
export NUM_CORES = 4
export LEC_CHECK = 1
export CORE_UTILIZATION = 40
```
`/design/flow/constraint.sdc`:
```
current_design sost

set clk_period 5.7
set clk_io_pct 0.2

create_clock -name clk0 -period $clk_period [get_ports {clk}]

set non_clock_inputs [all_inputs -no_clocks]
set_input_delay [expr $clk_period * $clk_io_pct] -clock clk0 $non_clock_inputs
set_output_delay [expr $clk_period * $clk_io_pct] -clock clk0 [all_outputs]
```
`/design/flow/design.v`:
```
`timescale 1ns / 1ps
module sost(
    input  btn1,                                 
    input clk,
    input reset,                                 
    output reg [3:0] leds,                       
    output reg [3:0] sost,
    output reg btnSost                           
    );
    reg [22:0] counter1;
    reg [22:0] counter2;
    reg [27:0] dopCounter;                        
    localparam delay_800ms = 7999999;
    localparam delay_1s = 9999999;
    localparam delay_3s = 29999999;
    always@(posedge clk)begin
        if (reset==1) begin                      
            sost<=0;
            btnSost<=0;
            counter1<=0;
            counter2<=0;
            dopCounter<=0;
        end
        else begin
            if (btn1==1) begin                  
                if (counter1 == delay_800ms) begin                            
                    if (sost == 6) sost <= 0;
                    else sost <= sost+1;
                    if (btnSost==1) begin  
                        if (dopCounter > delay_1s) btnSost <= 0;                
                    end
                    counter1<=0;
                    counter2<=0;
                end
                else counter1<=counter1 + 1;
                if (dopCounter == delay_3s) begin                         
                    dopCounter = 0;
                    btnSost=1;
                end
                else dopCounter<=dopCounter + 1;
            end
            else begin
                if (counter2 ==  delay_800ms) begin                           
                    counter1 <= 0;
                    counter2 <= 0;                       
                    dopCounter <= 0;
                    if (btnSost==1) begin                                       
                        if (sost == 6) sost <= 0;
                        else sost <= sost+1;
                    end
                end
                else counter2<= counter2+1;
            end
        end
    end
    always@(posedge clk) begin
    if (reset==1) leds<=0;
    else leds <= sost;
    end
endmodule
```
==> results.cfg <==
; implementation run metrics
[outcome]
run_status = complete, no violations

[routing]
via_per_inst = 5.750
drt_pass1_iterations = 4
detail_route.iter0.violations = 199
avgRoutedWirePerCell_um = 14.07
drt.antenna.violating_nets = 0
antenna_cells = 0
drc = 0
drt-total-wl_um = 9412
dr_total_vias = 3847

[finish]
logic_area_mm2 = 0.002394
drive_gt1_share_pct = 6.754
fin_area_mm2 = 0.004629
layout.cells.non_filler = 669
n_fill_cell = 1013
final_util_pct = 45.05
areaGrowthSynthToFinish_pct = 9.760
register_area_mm2 = 0.001662

[sta]
timing.final.crit_share_pct = 60.05
maxSlewHeadroom_pct = 41.59
fin_tns_setup_ns = 0
period_minus_slack_ns = 3.423
finClkSkew_ns = 0.01113
unrepaired_setup_endpoints_after_global_routing = no
measured_slew_at_the_worst_slew_check_pin_ns = 0.8681
report.final.slew_viol_count = 0
final_hold_violating_endpoints = 0
finalSetupViolCount = 0
max_freq_mhz = 292.2

[critical_path]
slowest_stage_cell_on_the_critical_path = sky130_fd_sc_hd__clkdlybuf4s50_1
timing.critical_path.to_type = flop
worst-endpoint-required_ns = 5.99
worstPathMaxFanout = 25
worst-endpoint-arrival_ns = 3.71
regToRegSetupSlack_ns = 2.86
start_kind = primary input
slowest_delay_ns = 0.81
setup.worst_path.class = in2reg
cp_cell_instances = clkdlybuf4s50_1 -> inv_1 -> nand2_1 -> a21oi_2 -> buf_4 -> o21ai_0 -> a31oi_1
cp_top_family = buffers and inverters
worstPathBufferInverterCount = 3
critical_path.startpoint = reset
reg2reg_start = dopCounter[0]$_SDFFE_PP0P_

[power]
pwrdens_mw_per_mm2 = 218.0
cellLeakagePower_nw = 1.403
power.ir.vdd_worst_v = 0.0001318
report.power.total_mw = 1.009

[yosys]
syn-cell-area_mm2 = 0.004218
area_share_top_type_pct = 39.39
number_of_synthesized_register_bits = 83
synth_cell_type_count = 52
postSynthAreaPerCell_um2 = 8.065
synthDominantAreaCellType = sky130_fd_sc_hd__dfxtp_1
dominantRegCellSynth = sky130_fd_sc_hd__dfxtp_1
top_cells_by_area = sky130_fd_sc_hd__dfxtp_1 39%, sky130_fd_sc_hd__a21oi_1 6.6%, sky130_fd_sc_hd__o21ai_0 4.2%
enable_flop_cells = 0
synth_async_sr_flop_share_pct = 0
portion_of_the_post_synthesis_area_used_by_sequential_elements_pct = 39.39
synth.yosys.chip_area_mm2 = 0.004218
warnings_synthesis = 1
yosys-stat-cells = 523
synthesis.instances = 523

[clock_tree]
cts.sinks = 83
clk_root_buffer_cell = sky130_fd_sc_hd__clkbuf_8
cts.htree.levels = 3
clk_pin_slew_ns = 0.09
clkLatencyLatePin_ns = 0.36
cts-hold-fix-buffers = 0
numCtsBuffers = 9
tritoncts = yes
post_cts.resized_instances = 0
cts_buffer_depth = 2
cts_setup_buffers = 0

[flow_run]
openroad.warnings = 25
maxCapViolations = 0

[floorplan]
core.rowCount = 37
fp.coreArea_mm2 = 0.01028
die_width_um = 104.7
overall_die_area_mm2 = 0.01096
die_y_um = 104.7
design.portCount = 12
floorplan.core_util_pct = 41.04

[hold_path]
holdCritPathClass = reg2reg
worst_hold_startpoint = dopCounter[27]$_SDFFE_PP0P_

[grt]
grt_antenna_before_repair = 0
grt_pass1_wl_um = 15770
grt_overflow_total = 0
grt_start_max_net_pins = 31
grt_usage_pct = 17.84
first_global_vias = 3282

[placement]
gp_congestion = 0.8482
place.detailed.instances = 653
postPlaceCellArea_mm2 = 0.004467
portBuffers = 11
dp_hpwl_um = 6116
## layout make-up
type                    instances  area share (%)
clock buffers                  12           2.919
clock inverters                 4          0.5946
inverters                      15           1.216
multi-input cells             398           51.70
flip-flops and latches         83           35.89
well taps                     136           3.676
repair buffers                 21           4.000
## cell usage after synthesis, drive strengths merged (2+ instances only)
cell type  count
a21boi         2
a21o           8
a21oi         57
a22o           5
a22oi          2
a311oi         3
a31oi         19
a41oi          3
and2           5
and3           8
and4           5
buf            6
clkbuf        21
dfxtp         83
ha             3
inv           15
mux2i          9
nand2         45
nand3         29
nand3b         2
nand4         25
nand4b         2
nand4bb        2
nor2          29
nor2b          4
nor3          16
nor4          10
o21ai         36
o31ai         14
or2            2
or3           16
or4           21
xnor2          6
## through the flow
| step | worst slack [ns] | hold WS [ns] |
|---|---|---|
| global placement | 2.053 | 0.4460 |
| detailed placement | 1.968 | 0.4539 |
| floorplan | 3.188 | 0.4291 |
| finish | 2.277 | 0.4687 |
| global route | 2.067 | 0.4843 |
| CTS | 2.320 | 0.4672 |
## final timing paths
| kind | to | cells past startpoint |
|---|---|---|
| min reg2reg | dopCounter[27]$_SDFFE_PP0P_ | 1 |
| max | dopCounter[18]$_SDFFE_PP0P_ | 7 |
| min | dopCounter[27]$_SDFFE_PP0P_ | 1 |
| max reg2reg | dopCounter[7]$_SDFFE_PP0P_ | 7 |
## state kept, by name, indices dropped and copies added, names as in the netlist
name,flops
btnSost,1
counter1,23
counter2,23
dopCounter,28
leds,4
sost,4
## layout by cell type, fill, tap and decap left out, drive strengths merged, types with 4 or more instances in the layout
master / instances
dfxtp: 83
a21oi: 57
nand2: 45
o21ai: 36
nand3: 29
nor2: 29
nand4: 25
or4: 21
a31oi: 19
nor3: 16
or3: 16
inv: 15
o31ai: 14
clkbuf: 12
clkdlybuf4s50: 11
buf: 10
nor4: 10
mux2i: 9
and3: 8
a21o: 8
xnor2: 6
and4: 5
and2: 5
a22o: 5
nor2b: 4
## layer usage
| metal | track usage [%] | share of wire (%) |
|---|---|---|
| met5 | 0 | 0 |
| met3 | 3.748 | 5.2 |
| met4 | 1.610 | 0.84 |
| met2 | 27.86 | 44 |
| met1 | 27.18 | 50 |
## cells by family (layout without fill, tap and decap cells)
group,after synthesis,count (layout),share of synthesized area (%)
compound gates,154,154,22.04
xor+xnor,7,7,1.454
fa+ha+maj,3,3,0.8900
buf+inv,42,52,4.034
flops,83,83,39.39
mux,10,10,2.403
simple gates,224,224,29.78
## power breakdown
part / internal [mW] / switching [mW] / leakage, nW
clock network: 0.158 / 0.214 / 0.0726
logic: 0.0166 / 0.0335 / 0.661
registers: 0.583 / 0.00422 / 0.669
total: 0.758 / 0.251 / 1.40
Power is estimated from default activity; no workload was simulated.
