`flow/config.mk`:
```
export PLATFORM = sky130hd
export DESIGN_NAME = PWM
export DESIGN_NICKNAME = PWM
export VERILOG_FILES = /design/flow/design.v
export SDC_FILE = /design/flow/constraint.sdc
export NUM_CORES = 4
export LEC_CHECK = 1
export CORE_AREA = 10 10 107 107
export DIE_AREA = 0 0 117 117
```
`flow/run.sh`:
```
#!/bin/bash
# OpenROAD 26Q1-2900-gdf79404cd8, Yosys 0.63+post, stock flow scripts
make -C /OpenROAD-flow-scripts/flow DESIGN_CONFIG=/design/flow/config.mk WORK_HOME=/design/flow/orfs finish
```
`flow/design.v`:
```
`timescale 1ns / 1ps
module PWM(
    input [7:0] R,G,B,
    input clk, reset,
    output reg [2:0]rgb_led_tri_o
    );
    reg[8:0] counter;
    integer temp1,temp2,temp3;
    reg sostR,sostG,sostB;
    always@(posedge clk)
    begin
        if (reset==1) begin                          
            rgb_led_tri_o <= 0;
            temp1<=0;
            temp2<=0;
            temp3<=0;
            counter <= 0;
        end
        else begin
            if ((temp1!=R)|(temp2!=G)|(temp3!=B)) begin  
                counter = 0;
                temp1 = R;
                temp2 = G;
                temp3 = B;
            end
            if(counter<R)                              
                rgb_led_tri_o[0] <=1'b1;
            else 
                rgb_led_tri_o[0] <=1'b0;
            if(counter<G) 
                rgb_led_tri_o[1] <=1'b1;
            else 
                rgb_led_tri_o[1] <=1'b0;
            if(counter<B) 
                   rgb_led_tri_o[2] <=1'b1;
            else 
                   rgb_led_tri_o[2] <=1'b0;    
            counter<=counter+1;
        end
    end
endmodule
```
`flow/constraint.sdc`:
```
current_design PWM

set clk_period 3.2
set clk_io_pct 0.2

create_clock -name clk0 -period $clk_period [get_ports {clk}]

set non_clock_inputs [all_inputs -no_clocks]
set_input_delay [expr $clk_period * $clk_io_pct] -clock clk0 $non_clock_inputs
set_output_delay [expr $clk_period * $clk_io_pct] -clock clk0 [all_outputs]
```
==> flow_summary.html <==
<!-- implementation run metrics -->
<table>
<tr><th>Metric</th><th>Value</th></tr>
<tr><th colspan="2">Logic synthesis</th></tr>
<tr><td>Area share of and/or/nand/nor cells after synthesis</td><td>19.3%</td></tr>
<tr><td>Biggest area consumer among synthesized cells</td><td>sky130_fd_sc_hd__dfxtp_1</td></tr>
<tr><td>AND-OR/OR-AND Cells, Area Fraction</td><td>9.08%</td></tr>
<tr><td>Register bit count reported by yosys</td><td>36</td></tr>
<tr><td>Sequential area share after synthesis</td><td>38.2%</td></tr>
<tr><td>Cells after synthesis</td><td>208</td></tr>
<tr><td>Predominant post-synthesis flop cell</td><td>sky130_fd_sc_hd__dfxtp_1</td></tr>
<tr><td>Number of distinct standard cells referenced by the synthesized netlist</td><td>30</td></tr>
<tr><td>Post-synth top area share</td><td>38.2%</td></tr>
<tr><td>Adder-Cell Fraction of Synth Area</td><td>13.7%</td></tr>
<tr><td>Leading cell type by number of instances after synthesis</td><td>sky130_fd_sc_hd__dfxtp_1</td></tr>
<tr><td>Share of flip-flops with an asynchronous set or reset</td><td>0%</td></tr>
<tr><td>Average footprint of a synthesized cell</td><td>9.08 µm²</td></tr>
<tr><td>Synth top area cells</td><td>sky130_fd_sc_hd__dfxtp_1 (38%), sky130_fd_sc_hd__xnor2_1 (13%), sky130_fd_sc_hd__ha_1 (13%), sky130_fd_sc_hd__nor2_1 (7.0%), sky130_fd_sc_hd__inv_1 (4.8%)</td></tr>
<tr><td>Logic family by area</td><td>simple AND/OR/NAND/NOR gates</td></tr>
<tr><td>Number of cells in the yosys synthesis report</td><td>208</td></tr>
<tr><td>Flip-flops with a built-in enable</td><td>0</td></tr>
<tr><td>MUX area fraction</td><td>0%</td></tr>
<tr><td>Top cells by count, synth</td><td>sky130_fd_sc_hd__dfxtp_1 (36), sky130_fd_sc_hd__nor2_1 (35), sky130_fd_sc_hd__xnor2_1 (28)</td></tr>
<tr><td>Count of yosys warnings during synthesis</td><td>1</td></tr>
<tr><td>XOR/XNOR Area Share</td><td>14.4%</td></tr>
<tr><td>Netlist area before placement</td><td>1890 µm²</td></tr>
<tr><td>Synthesized chip area reported by yosys</td><td>1890 µm²</td></tr>
<tr><th colspan="2">Critical path</th></tr>
<tr><td>Maximum fanout along the worst path</td><td>4</td></tr>
<tr><td>Data required time at the worst endpoint</td><td>3.42 ns</td></tr>
<tr><td>CP Capture Type</td><td>flip-flop</td></tr>
<tr><td>Arrival time at the worst endpoint</td><td>3.29 ns</td></tr>
<tr><td>Reg2reg end</td><td>rgb_led_tri_o[2]</td></tr>
<tr><td>Element type at the critical path start</td><td>input port</td></tr>
<tr><td>Depth of the worst register-to-register path</td><td>9</td></tr>
<tr><td>Type of the worst setup path</td><td>in2reg</td></tr>
<tr><td>Launch point of the worst reg-to-reg path</td><td>temp1[1]</td></tr>
<tr><td>Cells traversed along the worst timing path</td><td>clkdlybuf4s50_1 -&gt; xnor2_1 -&gt; nand4_1 -&gt; nor4_4 -&gt; and3_4 -&gt; ha_1 -&gt; a21o_1 -&gt; a221o_1 -&gt; maj3_2 -&gt; a21oi_1</td></tr>
<tr><td>Critical-path top delay cell</td><td>sky130_fd_sc_hd__clkdlybuf4s50_1</td></tr>
<tr><td>Delay of the slowest cell on the worst path</td><td>0.50 ns</td></tr>
<tr><td>Setup slack of the most critical reg-to-reg path</td><td>0.65 ns</td></tr>
<tr><th colspan="2">Routing</th></tr>
<tr><td>Post-Route M1 WL</td><td>1.93 mm</td></tr>
<tr><td>Ant. Diodes</td><td>0</td></tr>
<tr><td>Top routing layer in use</td><td>met4</td></tr>
<tr><td>Iteration count of the initial detailed-routing pass</td><td>4</td></tr>
<tr><td>Met3 wirelength from detailed routing</td><td>234 µm</td></tr>
<tr><td>Total length of routed met2 wires</td><td>2.25 mm</td></tr>
<tr><td>Vias after detailed routing</td><td>1484</td></tr>
<tr><td>Per-cell routed wire length</td><td>12.4 µm</td></tr>
<tr><td>Number of routed nets with antenna violations</td><td>0</td></tr>
<tr><td>WL final</td><td>4.45 mm</td></tr>
<tr><td>Detailed-route vias per instance</td><td>4.12</td></tr>
<tr><td>Count of routing violations after the opening detailed-route iteration</td><td>48</td></tr>
<tr><td>Drc violations</td><td>0</td></tr>
<tr><th colspan="2">Global route</th></tr>
<tr><td>Number of antenna violations at the first check in global routing</td><td>0</td></tr>
<tr><td>Total global-route track usage</td><td>6.94%</td></tr>
<tr><td>First-pass GRT wire length</td><td>7.49 mm</td></tr>
<tr><td>Overall overflow remaining after global route</td><td>0</td></tr>
<tr><td>Vias in the first global route</td><td>1549</td></tr>
<tr><td>Largest net degree at the start of global routing</td><td>18</td></tr>
<tr><th colspan="2">Min path</th></tr>
<tr><td>End point of the most critical hold path</td><td>counter[8]</td></tr>
<tr><td>Kind of path behind the tightest hold check</td><td>reg2reg</td></tr>
<tr><td>Hold Crit Depth</td><td>2</td></tr>
<tr><td>Hold Startpoint</td><td>counter[8]</td></tr>
<tr><th colspan="2">Floorplanning</th></tr>
<tr><td>Core Footprint</td><td>9200 µm²</td></tr>
<tr><td>Fp util</td><td>20.5%</td></tr>
<tr><td>Cell row count</td><td>35</td></tr>
<tr><td>Die height</td><td>117 µm</td></tr>
<tr><td>I/O pin cnt</td><td>29</td></tr>
<tr><td>Width of the die</td><td>117 µm</td></tr>
<tr><td>Full die area</td><td>13700 µm²</td></tr>
<tr><th colspan="2">Clock tree</th></tr>
<tr><td>Post-CTS Setup Inserts</td><td>0</td></tr>
<tr><td>Source-to-sink clock delay at the later pin of the worst-skew pair</td><td>0.29 ns</td></tr>
<tr><td>CTS root buf</td><td>sky130_fd_sc_hd__clkbuf_8</td></tr>
<tr><td>Clock sinks</td><td>36</td></tr>
<tr><td>Clock tree from TritonCTS</td><td>done</td></tr>
<tr><td>Gates resized, CTS repair</td><td>0</td></tr>
<tr><td>Post-cts hold-fix buffer tally</td><td>0</td></tr>
<tr><td>Clock-pin slew of the registers on the worst-case setup and hold paths</td><td>0.07 ns</td></tr>
<tr><td>CTS H-Tree Depth</td><td>2</td></tr>
<tr><td>Maximum clock insertion buffer count</td><td>2</td></tr>
<tr><td>Clock buffers created by TritonCTS</td><td>5</td></tr>
<tr><th colspan="2">Final timing</th></tr>
<tr><td>Tmin final</td><td>3.07 ns</td></tr>
<tr><td>RSZ-0062 raised after global routing</td><td>false</td></tr>
<tr><td>Final cycle utilization of the critical path</td><td>95.8%</td></tr>
<tr><td>Max_slew headroom</td><td>67.3%</td></tr>
<tr><td>Worst setup skew after layout</td><td>0.0106 ns</td></tr>
<tr><td>Count of final max-slew check failures</td><td>0</td></tr>
<tr><td>Final-report hold violation count</td><td>0</td></tr>
<tr><td>Final total negative setup slack</td><td>0 ns</td></tr>
<tr><td>Transition time of the tightest slew-check pin</td><td>0.489 ns</td></tr>
<tr><td>Timing-limited maximum frequency</td><td>0.326 GHz</td></tr>
<tr><td>Final setup viols</td><td>0</td></tr>
<tr><th colspan="2">Finish</th></tr>
<tr><td>Count of placed standard cells in the final layout, fillers left out</td><td>360</td></tr>
<tr><td>Signed area change from the synthesized netlist to the final layout</td><td>31.6%</td></tr>
<tr><td>Layout Cell Area excl Fill</td><td>2480 µm²</td></tr>
<tr><td>Proportion of layout cells with a drive suffix above 1</td><td>12.0%</td></tr>
<tr><td>Final core utilization</td><td>27.0%</td></tr>
<tr><th colspan="2">Place</th></tr>
<tr><td>Final weighted congestion of routability-driven global placement</td><td>0.906</td></tr>
<tr><td>HPWL after detailed placement</td><td>3.66 mm</td></tr>
<tr><td>Post-detailed-placement cell area</td><td>2360 µm²</td></tr>
<tr><td>Buffers added on ports</td><td>28</td></tr>
<tr><td>Number of placed cells counting well taps</td><td>353</td></tr>
<tr><th colspan="2">Outcome</th></tr>
<tr><td>Outcome</td><td>finished clean</td></tr>
<tr><th colspan="2">Power and ir drop</th></tr>
<tr><td>Lkg Pwr</td><td>0.00118 µW</td></tr>
<tr><td>VDD IR-drop max</td><td>0.000159 V</td></tr>
<tr><td>Power density over the cells</td><td>380 nW/µm²</td></tr>
<tr><th colspan="2">Flow run</th></tr>
<tr><td>Number of warning messages in the logs</td><td>25</td></tr>
<tr><td>Number of max-cap violations</td><td>0</td></tr>
</table>
-- flip-flops by register name (all words and copies together) (netlist names) --
signal / flops
counter: 9
temp2: 8
rgb_led_tri_o: 3
temp3: 8
temp1: 8
-- where the power goes --
part,total [µW],switching [µW],internal [µW]
Clock,346,154,192
Sequential,476,8.67,467
Combinational,124,54.0,70.0
-- cell usage in the layout, fill, tap and decap left out, types with 2 or more instances in the layout --
master and count:
sky130_fd_sc_hd__a21o_1 8, sky130_fd_sc_hd__a21oi_1 7, sky130_fd_sc_hd__a221o_1 2, sky130_fd_sc_hd__and3_1 2, sky130_fd_sc_hd__and3_2 6, sky130_fd_sc_hd__and3_4 2
sky130_fd_sc_hd__and4_1 2, sky130_fd_sc_hd__buf_4 9, sky130_fd_sc_hd__clkbuf_8 7, sky130_fd_sc_hd__clkdlybuf4s50_1 25, sky130_fd_sc_hd__dfxtp_1 36, sky130_fd_sc_hd__dlymetal6s2s_1 3
sky130_fd_sc_hd__ha_1 19, sky130_fd_sc_hd__inv_1 24, sky130_fd_sc_hd__nand2_1 4, sky130_fd_sc_hd__nand2b_1 2, sky130_fd_sc_hd__nand3_1 5, sky130_fd_sc_hd__nand4_1 7
sky130_fd_sc_hd__nor2_1 35, sky130_fd_sc_hd__nor2b_1 2, sky130_fd_sc_hd__o211a_1 2, sky130_fd_sc_hd__xnor2_1 27, sky130_fd_sc_hd__xor2_1 3
-- worst max-delay path by stage --
stage	startpoint	end	slack, ns	depth (start not counted)
final	R[1]	rgb_led_tri_o[2]	0.13	10
after global routing	R[1]	rgb_led_tri_o[2]	0.002	10
after CTS	G[7]	rgb_led_tri_o[2]	0.09	10
-- cells by family (layout without fill, tap and decap cells) --
logic type	Yosys count	in the layout
adder cells (fa/ha/maj)	21	21
AND-OR/OR-AND	24	24
AND/OR/NAND/NOR	69	69
buffers and inverters	27	68
flip-flops	36	36
XOR/XNOR	31	31
-- layer usage --
metal | global-route usage [%] | vias to the layer above
met5 | 0 | -
met4 | 0.577 | 0
met3 | 1.86 | 6
met2 | 12.4 | 19
met1 | 8.46 | 688
li1 | - | 771
-- per-stage QoR --
step	power (µW)	hold WS, ns	setup slack, ns
final	945	0.518	0.135
after detailed placement	610	0.501	-0.189
after floorplan	549	0.479	0.397
after global placement	608	0.502	-0.127
after global routing	985	0.554	0.00156
after CTS	952	0.523	0.0884
-- critical path: cells and delay by family --
family                     cells  cell delay, ns
and+or+nand+nor                3            0.81
xor gates and xnor gates       1            0.13
buffers and inverters          1            0.50
adders and majority gates      2            0.54
AOI/OAI and AO/OA              3            0.66
-- cell type report --
type	count	area [µm²]
Fill cell	959	6710
Tap cell	111	139
Multi-Input combinational cell	145	1080
Timing Repair Buffer	37	355
Inverter	24	90.1
Clock buffer	7	96.3
Sequential cell	36	721
No activity file was given, so power comes from the tool's default toggle rates.
